<file path="flow/design.v">
`default_nettype none
module inc_dec (i_inc_dec, i_arg, o_res);
  parameter c_arg_width = 8;
  input  wire i_inc_dec;
  input  wire [c_arg_width - 1 : 0] i_arg;
  output wire [c_arg_width - 1 : 0] o_res;
  assign o_res = i_arg + {{(c_arg_width - 1){i_inc_dec}}, 1'b1};
endmodule
`default_nettype none
module register (i_clock, i_enable_in, i_data, o_data);
  parameter c_width = 8;
  input wire i_clock, i_enable_in;
  input wire [c_width - 1 : 0] i_data;
  output wire [c_width - 1 : 0] o_data;
  reg [c_width - 1 : 0] stored_data = 0;
  assign o_data = stored_data;
  always @ (posedge i_clock)
    if (i_enable_in)
      stored_data <= i_data;
endmodule
`default_nettype none
module ram (i_clock, i_enable_in, i_addr, i_data, o_data);
  parameter c_addr_width = 8;
  parameter c_data_width = 8;
  input wire i_clock, i_enable_in;
  input wire [c_addr_width - 1 : 0] i_addr;
  input wire [c_data_width - 1 : 0] i_data;
  output wire [c_data_width - 1 : 0] o_data;
  reg [c_data_width - 1 : 0] ram_content [0 : 2**c_addr_width-1];
  assign o_data = ram_content[i_addr];
  always @ (posedge i_clock)
    if (i_enable_in)
      ram_content[i_addr] <= i_data;
endmodule
module rom (i_addr, o_data);
  parameter c_addr_width = 8;
  parameter c_data_width = 8;
  input wire [c_addr_width - 1 : 0] i_addr;
  output wire [c_data_width - 1 : 0] o_data;
  reg [c_data_width - 1 : 0] rom_content [0 : 2**c_addr_width-1];
  assign o_data = rom_content[i_addr];
endmodule
`default_nettype none
module brainhack (i_clock, i_tape_data, i_prgmem_data, i_stack_data, 
                  o_tape_in, o_tape_addr, o_tape_data, o_prgmem_addr, o_stack_in, o_stack_addr, o_stack_data);
  input wire i_clock;
  input wire [8 - 1 : 0]   i_tape_data;
  input wire [3 - 1 : 0]       i_prgmem_data;
  input wire [8 - 1 : 0] i_stack_data;
  output wire o_tape_in, o_stack_in;
  output wire [8 - 1 : 0]   o_tape_addr;
  output wire [8 - 1 : 0]   o_tape_data;
  output wire [8 - 1 : 0] o_prgmem_addr;
  output wire [4 - 1 : 0]  o_stack_addr;
  output wire [8 - 1 : 0] o_stack_data;
  wire [3 - 1 : 0] instr = i_prgmem_data;
  wire instr_tape    = i_prgmem_data[2 : 1] == 2'b01;  
  wire instr_ptr     = i_prgmem_data[2 : 1] == 2'b10;  
  wire instr_stack   = i_prgmem_data[2 : 1] == 2'b11;  
  wire instr_dec     = i_prgmem_data[0];               
  wire instr_inc     = !instr_dec;
  wire zero = !(|i_tape_data);
  reg ctrl_skip_loop = 0;
  reg [4 - 1 : 0] reg_skip_loop_sp;
  always @ (posedge i_clock) begin
    if (ctrl_skip_loop) begin
      if (instr_stack && instr_dec && sp_data == reg_skip_loop_sp)
        ctrl_skip_loop <= 0;
    end 
    else if (instr_stack && instr_inc && zero) begin
      reg_skip_loop_sp <= sp_inc_dec_res;
      ctrl_skip_loop <= 1;
    end
  end
  register #(8) reg_pc (i_clock, 1'b1, pc_in, o_prgmem_addr);
  inc_dec #(8) pc_inc (1'b0, o_prgmem_addr, pc_inc_res);
  wire [8 - 1 : 0] pc_inc_res;
  wire [8 - 1 : 0] pc_in = ctrl_pc_in_select ? i_stack_data : pc_inc_res;
  wire ctrl_pc_in_select = !ctrl_skip_loop && instr_stack && instr_dec && !zero;
  inc_dec #(4) sp_inc_dec (instr_dec, sp_data, sp_inc_dec_res);
  register #(4) reg_sp (i_clock, ctrl_sp_in, sp_inc_dec_res, sp_data);
  wire [4 - 1 : 0] sp_data;
  wire [4 - 1 : 0] sp_inc_dec_res;
  wire ctrl_sp_in = instr_stack && (instr_inc || instr_dec && zero);
  assign o_stack_data = pc_inc_res;
  assign o_stack_in = instr_stack && instr_inc;
  assign o_stack_addr = instr_inc ? sp_inc_dec_res : sp_data;
  inc_dec  #(8) ptr_inc_dec (instr_dec, o_tape_addr, ptr_in);
  register #(8) reg_ptr (i_clock, ctrl_ptr_in, ptr_in, o_tape_addr);
  wire [8 - 1 : 0] ptr_in;
  wire ctrl_ptr_in = !ctrl_skip_loop && instr_ptr;
  inc_dec #(8) tape_inc_dec (instr_dec, i_tape_data, o_tape_data);
  assign o_tape_in = !ctrl_skip_loop && instr_tape;
endmodule
</file>
<file path="flow/run.sh">
#!/bin/bash
# OpenROAD 26Q1-2900-gdf79404cd8, Yosys 0.63+post, stock flow scripts
make -C /OpenROAD-flow-scripts/flow DESIGN_CONFIG=/design/flow/config.mk WORK_HOME=/design/flow/orfs finish
</file>
<file path="flow/config.mk">
export PLATFORM = sky130hd
export DESIGN_NAME = brainhack
export DESIGN_NICKNAME = brainhack
export VERILOG_FILES = /design/flow/design.v
export SDC_FILE = /design/flow/constraint.sdc
export NUM_CORES = 4
export LEC_CHECK = 1
export CORE_UTILIZATION = 40
</file>
<file path="flow/constraint.sdc">
current_design brainhack

set clk_period 2.5
set clk_io_pct 0.2

create_clock -name clk0 -period $clk_period [get_ports {i_clock}]

set non_clock_inputs [all_inputs -no_clocks]
set_input_delay [expr $clk_period * $clk_io_pct] -clock clk0 $non_clock_inputs
set_output_delay [expr $clk_period * $clk_io_pct] -clock clk0 [all_outputs]
</file>
==> impl_metrics.tcl <==
# place-and-route summary
set metrics [dict create \
    outcome "finished clean" \
    yosys_area_sq_um 1780 \
    fillers 285 \
    cp.required_ns 2.00 \
    dr_total_vias 1585 \
    ir_worst_vdd_mv 0.532 \
    p_per_area_nw_per_um2 575 \
    gp_congestion 0.826 \
    dp_hpwl_microns 3130 \
    clk_latency_ns 0.26 \
    grt_pass1_vias 1547 \
    wl_met3_microns 267 \
    finish.utilization_pct 69.8 \
    numCtsBuffers 3 \
    synth_area_sq_um 1780 \
    detail_route.drc_violations 0 \
    final.setup.tns_ns 0 \
    yosys.area.top_type_share_pct 27.0 \
    wire_per_inst_microns 13.5 \
    cts.sinks 25 \
    ys_seq_share_pct 37.2 \
    yosys.area.top_type "edfxtp_1" \
    drv_slew 0 \
    grt_pass1_wl_microns 6870 \
    cp_data_arrival_time_ns 1.95 \
    period_needed_ns 2.45 \
    firstDrtPassIters 4 \
    vias_per_cell 5.03 \
    yosysWarningCount 3 \
    layout_setup_ws_ns 0.0510 \
    final_cells 315 \
    area_growth_pct 62.7 \
    period_used_pct 98.0 \
    grtUsageTotal_pct 20.2 \
    hold_buffers 0 \
    chipArea_sq_um 4720 \
    drt_wl_total_microns 4250 \
    dp_cells 302 \
    hp-class "flop to flop" \
    maxCapViolations 0 \
    clkTransAtPathRegs_ns 0.09 \
    ioPinCount 58 \
    final_antenna_net_count 0 \
    end_kind "primary output" \
    ys.flops 25 \
    common_cells "19 x xnor2_1, 16 x edfxtp_1, 15 x ha_1" \
    clockBufferDepth 2 \
    cts_tree "done" \
    place_area_sq_um 2650 \
    wl_met1_microns 1980 \
    io_buffers 57 \
    fp_util_pct 42.9 \
    wl_met2_microns 1980 \
    pre_cts_slack_ns -0.593 \
    setup_violations 0 \
    worst_setup_path_start_kind "input port" \
    top_layer "met4" \
    openroad.warnings 26 \
    fin_area_sq_um 2890 \
    antenna_found_initial 0 \
    grt_overflow 0 \
    drtIter0Drc 64 \
    antennaDiodeCount 0 \
    worst_pin_slew_ns 0.405 \
    synth_top_flop_cell "edfxtp_1" \
    crit_fanout 5 \
    core_sq_um 4140 \
    synth_cell_types 39 \
    rows 23 \
    critical_path_class "input port to primary output" \
    ys_top_cells_by_area "edfxtp_1 27%, ha_1 11%, dfxtp_1 10%, xnor2_1 9.4%, mux2_4 6.8%" \
    finalHoldViolCount 0 \
    slew_headroom_pct 72.6 \
    edf_count 16 \
    htree_levels 1 \
    synth_cells 164 \
    fin_skew_ns 0.00866 \
    synth_top_cell_by_count "xnor2_1" \
    grt_start_max_net_pins 16 \
    cellLeakagePower_nw 1.21 \
    postSynthAreaPerCell_sq_um 10.8 \
    max_freq_ghz 0.408 \
    die_w_microns 68.7 \
    yosys_cells 164 \
    drive_above_1_share_pct 29.4 \
    cts-root-buf "clkbuf_8" \
    die_h_microns 68.7 \
    async_flop_share_pct 0 \
]
## critical path, stage by stage
cell	delay, ns
buf_6	0.10
buf_6	0.13
inv_1	0.08
fa_2	0.44
o21ai_0	0.19
clkdlybuf4s50_1	0.49
## placed cells by master (no fill, tap or decap), drive strengths merged, types with 7 or more instances in the layout
| cell type | instances |
|---|---|
| nand3 | 11 |
| a21oi | 7 |
| xor2 | 7 |
| edfxtp | 16 |
| clkdlybuf4s50 | 43 |
| mux2 | 8 |
| dfxtp | 9 |
| buf | 43 |
| dlygate4sd2 | 8 |
| nand2 | 9 |
| inv | 13 |
| nor2 | 9 |
| xnor2 | 19 |
| ha | 15 |
## where the power goes
part	switching (mW)	total, mW	internal [mW]
registers	0.0791	0.596	0.517
logic	0.223	0.832	0.609
clock network	0.123	0.234	0.111
## worst paths after layout
check	start	depth (start not counted)	slack, ns	to
worst max-delay path	i_prgmem_data[0]	6	0.05	o_stack_addr[1]
worst min-delay path	ctrl_skip_loop	2	0.61	ctrl_skip_loop
worst max register to register	reg_ptr.stored_data[1]	5	0.64	reg_ptr.stored_data[7]
worst min register to register	ctrl_skip_loop	2	0.61	ctrl_skip_loop
## per-layer routing
| metal | GRT usage, % | up-vias |
|---|---|---|
| met2 | 34.3 | 58 |
| met3 | 2.33 | 2 |
| met4 | 1.56 | 0 |
| met1 | 30.0 | 726 |
| li1 | - | 799 |
| met5 | 0 | - |
## kinds of logic (layout without fill, tap and decap cells)
family	Yosys count	after routing	synth area share [%]
buffers and inverters	15	116	3.24
multiplexers	8	8	6.76
adder cells (fa/ha/maj)	18	18	13.9
XOR/XNOR	26	26	12.8
flip-flops	25	25	37.2
AND-OR/OR-AND	25	25	9.71
AND/OR/NAND/NOR	47	47	16.4
## registers in the layout (all words and copies together) (netlist names)
name                 cells
reg_pc.stored_data       8
reg_skip_loop_sp         4
reg_sp.stored_data       4
reg_ptr.stored_data      8
ctrl_skip_loop           1
## timing repair
item / 4_1_cts / 5_1_grt
endpoints found under the setup margin: 12 / 5
gates resized: 40 / 7
buffers inserted: 6 / 2
hold endpoints to repair: 0 / 0
pin swaps: 13 / 7
cloned: 1 / 0
## metrics by stage
stage / total power, mW / hold slack, ns
2_1_floorplan: 0.897 / 0.515
3_3_place_gp: 1.40 / 0.577
3_5_place_dp: 1.40 / 0.585
4_1_cts: 1.68 / 0.603
5_1_grt: 1.78 / 0.647
6_report: 1.66 / 0.611
## area by class of cell
class | instances | area [sq um] | area share, %
clock buffers | 3 | 41.3 | 1.43
clock inverters | 1 | 5.00 | 0.173
flip-flops and latches | 25 | 661 | 22.8
inverters | 13 | 48.8 | 1.69
multi-input cells | 124 | 1170 | 40.4
repair buffers | 99 | 905 | 31.3
well taps | 50 | 62.6 | 2.16
Power figures rest on the tool's default switching activity, not on a simulated workload.
